==> flow/design.v <==
module ApbMaster #(
  parameter                     ADD_WIDTH = 9,
  parameter                     WIDTH = 32
)(
  input                         pclk,
  input                         presetn,
  input                         transfer,
  input                         Req_read_write,
  input [ADD_WIDTH-1 : 0]       Req_addr,
  input [WIDTH-1 : 0]           Req_wdata,
  input [WIDTH-1 : 0]           Prdata,
  input                         Pready,
  output reg                    Psel_1,
  output                        Pwrite,
  output reg                    Penable,
  output [ADD_WIDTH - 2 : 0]    Paddr,
  output [WIDTH - 1 : 0]        Pwdata,
  output [WIDTH - 1 : 0]        Req_rdata
);
  localparam IDLE   = 2'b00,
             SETUP  = 2'b01,
             ACCESS = 2'b10;
  reg [1:0] state;
  reg [1:0] next_state;
  wire psel;
  always @(posedge pclk, negedge presetn) begin
    if(!presetn) begin
      state <= IDLE;
    end
    else begin
      state <= next_state;
    end
  end
  always @(state, transfer, Pready, psel) begin
    case(state)
      IDLE : begin
        Psel_1  = 1'b0;
        Penable = 1'b0;
        if(transfer) begin
          next_state = SETUP;
        end
        else begin
          next_state = IDLE;
        end
      end
      SETUP : begin
        Psel_1     = psel? 1'b1:1'b0;
        Penable    = 1'b0;
        next_state = ACCESS;
      end
      ACCESS : begin
        Psel_1  = psel? 1'b1:1'b0;
        Penable = 1'b1;
        if(Pready) begin
          if(transfer) begin
            next_state = SETUP;
          end
          else begin
            next_state = IDLE;
          end
        end
        else begin
          next_state = ACCESS;
        end
      end
      default : begin
        Psel_1     = 1'b0;
        Penable    = 1'b0;
        next_state = IDLE;
      end
    endcase
  end
  assign psel = Req_addr[ADD_WIDTH - 1];
  assign Pwrite    = Req_read_write;
  assign Pwdata    = Req_wdata;
  assign Paddr     = Req_addr[ADD_WIDTH - 2:0];
  assign Req_rdata = Prdata;
endmodule
module Slave_1 #(
  parameter                     ADD_WIDTH = 9,
  parameter                     WIDTH = 32
)(
  input                         Pclk,
  input                         Presetn,
  input                         Psel,
  input                         Penable,
  input                         Pwrite,
  input [ADD_WIDTH - 2 : 0]     Paddr,
  input [WIDTH - 1 : 0]         Pwdata,
  output reg [WIDTH - 1 : 0]    Prdata,
  output  Pready
);
  localparam DEPTH = 2 ** (ADD_WIDTH - 1);
  reg [WIDTH - 1 : 0] mem [0 : DEPTH - 1];
  always @(posedge Pclk) begin
    if(!Presetn)
      Prdata <= 'b0;
    else begin
          if(Psel && Penable) begin
            if(!Pwrite)
          Prdata <=  mem[Paddr];
          end
          else begin
            Prdata <= 'b0;
          end
    end
  end
  always @(posedge Pclk) begin
    if(Psel && Penable) begin
      if(Pwrite)
        mem[Paddr] <= Pwdata;
    end
  end
  assign Pready = Psel && Penable;
endmodule
module Top #(
  parameter                     ADD_WIDTH = 9,
  parameter                     WIDTH = 32
) (
  input                         pclk,
  input                         presetn,
  input                         transfer,
  input                         Req_read_write,
  input  [ADD_WIDTH-1 : 0]      Req_addr,
  input  [WIDTH-1 : 0]          Req_wdata,
  output [WIDTH-1 : 0]          Req_rdata
  );
  wire                     Pready;
  wire                     Psel_1;
  wire                     Pwrite;
  wire                     Penable;
  wire [WIDTH - 1 : 0]     Prdata;
  wire [WIDTH - 1 : 0]     Pwdata;
  wire [ADD_WIDTH - 2 : 0] Paddr;
  ApbMaster #(
    .ADD_WIDTH          (ADD_WIDTH),
    .WIDTH              (WIDTH)
  ) Master(
    .pclk               (pclk),
    .presetn            (presetn),
    .transfer           (transfer),
    .Req_read_write     (Req_read_write),
    .Req_addr           (Req_addr),
    .Req_wdata          (Req_wdata),
    .Prdata             (Prdata),
    .Pready             (Pready),
    .Psel_1             (Psel_1),
    .Pwrite             (Pwrite),
    .Penable            (Penable),
    .Paddr              (Paddr),
    .Pwdata             (Pwdata),
    .Req_rdata          (Req_rdata)
  );
  Slave_1 #(
    .ADD_WIDTH          (ADD_WIDTH),
    .WIDTH              (WIDTH)
  )slave(
    .Pclk               (pclk),
    .Presetn            (presetn),
    .Psel               (Psel_1),
    .Penable            (Penable),
    .Pwrite             (Pwrite),
    .Paddr              (Paddr[ADD_WIDTH - 2 : 0]),
    .Pwdata             (Pwdata),
    .Prdata             (Prdata),
    .Pready             (Pready)
  );
endmodule
==> flow/run.sh <==
#!/bin/bash
# OpenROAD 26Q1-2900-gdf79404cd8, Yosys 0.63+post, stock flow scripts
make -C /OpenROAD-flow-scripts/flow DESIGN_CONFIG=/design/flow/config.mk WORK_HOME=/design/flow/orfs finish
==> flow/config.mk <==
export PLATFORM = sky130hd
export DESIGN_NAME = Top
export DESIGN_NICKNAME = Top
export VERILOG_FILES = /design/flow/design.v
export SDC_FILE = /design/flow/constraint.sdc
export NUM_CORES = 4
export LEC_CHECK = 1
export CORE_UTILIZATION = 50
export SYNTH_MEMORY_MAX_BITS = 65536
==> flow/constraint.sdc <==
current_design Top

set clk_period 6.6
set clk_io_pct 0.2

create_clock -name clk0 -period $clk_period [get_ports {pclk}]

set non_clock_inputs [all_inputs -no_clocks]
set_input_delay [expr $clk_period * $clk_io_pct] -clock clk0 $non_clock_inputs
set_output_delay [expr $clk_period * $clk_io_pct] -clock clk0 [all_outputs]
==> changes_impl.md <==
## Flow update

* Status: completed
* Post-Synthesis Cells at 14,046
* Hold depth at 1
* Root Buffer: clkbuf_16
* Routed WL per cell at 40.3 um
* Post-synth cell types at 81
* Overflow after GRT at 0
* Final Hold Slack at 0.444 ns
* Post-synth seq share at 78.3%
* Synth Flop Type: edfxtp_1
* First-pass GRT wire length at 1,340,000 um
* R2r worst-path depth at 6
* Initial antenna violation count at 59
* Final setup fails at 0
* Hold worst-path end: Master.state[1]$_DFF_PN0_
* H-tree levels at 6
* Die area at 633,000 sq um
* Pre-Repair DR Iteration Count at 7
* Min-delay src: Master.state[2]$_DFF_PN0_
* Vias at 155,882
* Largest net degree at the start of global routing at 128
* # port buffers at 76
* CP cell instances: buf_8 -> buf_12 -> and2_4 -> buf_4 -> a221oi_1 -> a22oi_1 -> o21ai_0 -> o21ai_0 -> buf_4 -> o2111ai_1 -> buf_4 -> a22o_1
* Final Cell Area at 359,000 sq um
* Core area at 628,000 sq um
* CTS Sinks at 8,227
* Number of global-route vias before repair at 173,685
* Die Ht at 796 um
* DRC viols at 0
* Setup Skew at 0.103 ns
* RR Endpoint: slave.mem[8][3]$_DFFE_PP_
* TritonCTS Buffers at 811
* R2R Setup Slk at 2.59 ns
* Top post-synthesis cells by count: edfxtp_1, mux4_2, nand2_1
* Ports at 77
* Register area at 247,000 sq um
* Pwr Density at 301 nW/um^2
* Die x size at 796 um
* EDFF count, synth at 8,192
* VDD IR max at 0.000333 V
* Yosys top cell by area: edfxtp_1
* Tot GR Track Use at 35.1%
* Fraction of registers with async set/reset at 0.0365%
* Final Non-Filler Cells at 24,136
* Worst-Skew Late Latency at 1.20 ns
* Clock transition at path regs at 0.06 ns
* Post-CTS Setup Bufs at 0
* Least-Margin Pin Slew at 1.41 ns
* Critical Path Start Type: primary input
* Critical-path top delay cell: o21ai_0
* Final WL at 972,000 um
* #FFs+latches synth at 8,227
* Ys cells at 14,046
* Setup TNS at 0 ns
* Leak pwr at 0.112 uW
* RR Startpoint: Master.state[1]$_DFF_PN0_
* Cts hold-fix bufs at 0
* Log Warnings at 36
* Worst relative slew slack at 5.74%
* Synth top cell by count: edfxtp_1
* Buf/Inv on CP at 5
* DRT antenna net count at 0
* Yosys stat area at 315,000 sq um
* Std cell rows at 291
* Placement Cell Area at 333,000 sq um
* Hold Path Class: flop to flop
* Routed vias/inst at 6.46
* Worst setup EP type: flop
* Largest stage delay, worst path at 0.95 ns
* Initial core utilization at 50.2%
* Crit-path max FO at 69
* Clock Tree Buf Depth at 4
* Synth warn at 2
* CP Class: primary input to flop
* CTS resizes at 0
* Most common cell on crit path: buf_4
* Worst Path Required at 7.70 ns
* Max Transition Viols Final at 0
* Post-DP HPWL at 589,000 um
* Yosys top cell area share at 78.1%
* Final Critical Period at 5.00 ns
* Synth-to-Final Area Change at 13.8%
* Unrepaired setup endpoints after global routing: no
* GPL Wtd Cong at 0.959
* Combinational gate area at 65,900 sq um
* Fmax at 200 MHz
* Top Family by Delay on Critical Path: AND-OR/OR-AND gates
* Arrival time at the worst endpoint at 6.10 ns
* CTS tree: yes
* Largest cells by area after synthesis: edfxtp_1, mux4_2, mux2i_1, nand2_1, a22oi_1
* Hold Fails Final Rpt at 0
* Synth Cell Area at 315,000 sq um
* Number of DRC markers in iteration 0 at 11,385
* Final Util at 57.2%
* Layout cells sized above 1 at 28.1%
* Syn Area/Cell at 22.4 sq um
* Final period utilization at 75.8%
* Layout fillers at 43,921
* Max Cap Viol at 0
* Placed Cells at 22,562
area by class of cell:
type / instances / area share (%)
clock buffers: 1030 / 6.00
flip-flops and latches: 8227 / 68.8
diodes: 59 / 0.0412
multi-input cells: 4995 / 18.4
well taps: 8350 / 2.91
inverters: 12 / 0.0192
clock inverters: 483 / 1.26
repair buffers: 980 / 2.63
stage by stage:
stage	total power, uW	setup WS (ns)
5_1_grt	111000	1.37
3_5_place_dp	63900	0.404
4_1_cts	109000	1.64
6_report	108000	1.60
3_3_place_gp	63800	-0.444
2_1_floorplan	61200	1.63
flip-flops by register name, indices dropped and copies added (netlist names):
| name | count |
|---|---|
| slave.Prdata | 32 |
| slave.mem | 8192 |
| Master.state | 3 |
layer usage:
metal	up-vias	global-route usage (%)	wire length, um
li1	61861	-	-
met1	77168	36.6	250000
met2	14414	46.0	428000
met3	2282	36.2	233000
met4	157	13.7	54000
met5	-	7.74	6940
logic make-up (layout without fill, tap and decap cells):
logic type	after synthesis	in the layout	synth area share [%]
flip-flops	8227	8227	78.3
multiplexers	2543	2543	15.8
AND/OR/NAND/NOR	1285	1285	1.75
AND-OR/OR-AND	1167	1167	2.59
buffers and inverters	824	2505	1.53
other	0	59	0
worst max path at each step:
stage | slack (ns) | start | cells after the start | endpoint
after CTS | 1.64 | Req_addr[3] | 12 | slave.Prdata[4]$_SDFFE_PN0N_
after global routing | 1.37 | Req_addr[3] | 12 | slave.Prdata[4]$_SDFFE_PN0N_
final | 1.60 | Req_addr[3] | 12 | slave.Prdata[4]$_SDFFE_PN0N_
layout by cell type, fill, tap and decap left out, types with 24 or more instances in the layout:
master / count
diode_2: 59
clkbuf_1: 194
bufinv_16: 68
edfxtp_1: 8192
a311oi_1: 26
mux4_2: 1950
a22o_1: 35
mux2_2: 46
a21oi_1: 191
buf_12: 137
mux2i_1: 547
nand2_1: 550
a32oi_1: 89
clkinv_2: 153
buf_4: 765
buf_8: 24
nand3_1: 128
a22oi_1: 217
nor2_4: 258
nor2_1: 137
clkdlybuf4s50_1: 35
o21ai_0: 157
o221ai_1: 36
clkinv_1: 197
clkbuf_16: 824
a221oi_1: 35
nand4_1: 48
o211ai_1: 40
dfxtp_1: 32
a31oi_1: 84
o22ai_1: 85
nor3_1: 27
a211oi_1: 29
power breakdown:
part / total [uW] / switching [uW] / internal, uW
clock: 45200 / 19500 / 25700
combinational: 5460 / 3740 / 1720
sequential: 57400 / 0 / 57400
Power is estimated from default activity; no workload was simulated.

File: design.v
module Slave_2 #(
  parameter                     ADD_WIDTH = 9,
  parameter                     WIDTH = 32
)(
  input                         Pclk,
  input                         Presetn,
  input                         Psel,
  input                         Penable,
  input                         Pwrite,
  input [WIDTH / 8 - 1 : 0]     Pstrb,
  input [ADD_WIDTH - 2 : 0]     Paddr,
  input [WIDTH - 1 : 0]         Pwdata,
  output reg [WIDTH - 1 : 0]    Prdata,
  output  Pready
);
  localparam DEPTH = 2 ** (ADD_WIDTH - 1);
  reg [1 : 0] count;
  reg [WIDTH - 1 : 0] mem [0 : DEPTH - 1];
  always @(posedge Pclk) begin
    if(!Presetn)
      Prdata <= 'b0;
    else begin
          if(Psel && Penable && count == 3) begin
            if(!Pwrite)
              Prdata <=  mem[Paddr];
          end
          else begin
            Prdata <= 'b0;
          end
    end
  end
  always @(posedge Pclk) begin
    if(Psel && Penable && count == 3) begin
      if(Pwrite) begin
        if(Pstrb[0] == 1'b1) mem[Paddr][7:0]   <= Pwdata[7:0];
        if(Pstrb[1] == 1'b1) mem[Paddr][15:8]  <= Pwdata[15:8];
        if(Pstrb[2] == 1'b1) mem[Paddr][23:16] <= Pwdata[23:16];
        if(Pstrb[3] == 1'b1) mem[Paddr][31:24] <= Pwdata[31:24];
      end
    end
  end
  always @(posedge Pclk) begin
    if(!Presetn)
      count <= 'b0;
    else begin
      if(Psel && Penable)
        count <= count + 1'b1;
      else
        count <= 'b0;
    end
  end
  assign Pready = Psel && Penable && count == 3;
endmodule
File: run.sh
#!/bin/bash
# OpenROAD 26Q1-2900-gdf79404cd8, Yosys 0.63+post, stock flow scripts
make -C /OpenROAD-flow-scripts/flow DESIGN_CONFIG=/design/flow/config.mk WORK_HOME=/design/flow/orfs finish
File: config.mk
export PLATFORM = sky130hd
export DESIGN_NAME = Slave_2
export DESIGN_NICKNAME = Slave_2
export VERILOG_FILES = /design/flow/design.v
export SDC_FILE = /design/flow/constraint.sdc
export NUM_CORES = 4
export LEC_CHECK = 1
export CORE_UTILIZATION = 40
export SYNTH_MEMORY_MAX_BITS = 65536
File: constraint.sdc
current_design Slave_2

set clk_period 38.2
set clk_io_pct 0.2

create_clock -name clk0 -period $clk_period [get_ports {Pclk}]

set non_clock_inputs [all_inputs -no_clocks]
set_input_delay [expr $clk_period * $clk_io_pct] -clock clk0 $non_clock_inputs
set_output_delay [expr $clk_period * $clk_io_pct] -clock clk0 [all_outputs]
==> run notes <==
yosys + openroad results -> Worst-path clk slew 60 ps, GRT overflow 0, die area 797000 µm², hold_buf cts 0, hpwl dp about 700 mm, Pwr per Cell Area between 50 and 60 nW/µm², Util after Layout between 40% and 50%, Worst EP required slightly above 30000 ps, met3 WL post-DR 224 mm, Mapped Area roughly 320000 µm², logic area approximately 66000 µm², Area Growth Syn to Fin 14.3%, Final Max Tran Viols 0, wire length on met2 ~450 mm, Final period util around 43%, drc violations 0, max-capacitance violation count 0, drt initial violations ~13000, crit path cell chain clkdlybuf4s50_1, and3_1, clkdlybuf4s50_1, Late-Pin Clk Latency between 1000 and 1500 ps, HP Class reg -> reg, M1 WL 285 mm, Lkg Pwr approximately 0.11 µW, die x size approximately 900 µm, Synth Seq Share 77.8%, TritonRoute pass-1 iters 6, gr usage total 28.8%, Avg Inst Size Synth 21.0 µm², Setup crit end kind output port, Chip Area, Yosys ~320000 µm², Num CTS Buffers a little over 800, Highest Clock Rate 0.0608 GHz, I/O pin cnt ~82, status finished, final reports clean, clock buffer depth 4, Register Area between 200000 and 250000 µm², RSZ-0062 raised after global routing false, antenna violations before repair 94, ys cells roughly 15000, layout cells sized above 1 approximately a quarter, top fanout value on the critical path 4, CP most frequent cell clkdlybuf4s50_1, core region area slightly below 800000 µm², synth top area cells edfxtp_1, mux4_2, mux2i_1, nor2_1, a22oi_1, Placer Congestion 0.988, Area leader share 77.6%, Worst-Margin Slew between 1000 and 1500 ps, largest area contributor in the netlist edfxtp_1, setup repair bufs after CTS 0, flip-flops with a built-in enable 8192, library cells used by synthesis around 82, FP Util 40.2%, WL/cell ~38 µm, endpoints failing setup 0, setup TNS 0 ps, Num Clock Sinks a little over 8000, Fin. Hold Viols 0, Die Height 893 µm, ys async rst share 0%, Slew HR under 10%, CTS tree built, Worst path slowest cell clkdlybuf4s50_1, # fillers 64500, Routed WL between 1000 and 1500 mm, Crit path largest cell delay approximately 480 ps, I/O Buffers about 81, Setup crit start kind primary input, Vias 162000, post-synthesis sequential element count slightly above 8000, row count 326, via/cell ratio just under 6, VDD IR-drop max 0.0549 mV, Max Clock Skew between 100 and 150 ps, main flop type edfxtp_1, PostCTS Resize Cnt 0, Mapped Cells between 15000 and 20000, Worst Path Arrival around 8800 ps, vias in the first global route between 150k and 200k, number of logged tool warnings 38, largest net degree at the start of global routing 122, DRT antenna net count 0, kind of critical path in -> out, first-pass GRT wire length around 1400 mm, Synth warnings 1, Highest Signal Layer met5, Final min period 16450 ps, H-Tree Depth 6, Clock Tree Root clkbuf_16
final cells by class:
| type | count | share of cell area, % |
|---|---|---|
| diodes | 163 | 0.113 |
| clock buffers | 1004 | 5.87 |
| clock inverters | 475 | 1.26 |
| inverters | 6 | 0.0107 |
| multi-input cells | 5965 | 18.3 |
| flip-flops and latches | 8226 | 68.1 |
| well taps | 10500 | 3.62 |
| repair buffers | 1231 | 2.74 |
metrics by stage:
| stage | setup slack [ps] | instance area, µm² | instances | hold WS [ps] | total power, µW |
|---|---|---|---|---|---|
| after global placement | 21720 | 336000 | 25900 | 408 | 11000 |
| final | 21750 | 362000 | 27600 | 417 | 18700 |
| after CTS | 21760 | 362000 | 27400 | 422 | 18700 |
| after global routing | 21710 | 362000 | 27500 | 446 | 19100 |
| after floorplan | 22770 | 317000 | 15100 | 396 | 10500 |
| after detailed placement | 21760 | 336000 | 25900 | 414 | 11000 |
routing by layer:
layer / track usage, % / vias to the layer above
li1: - / 65600
met1: 29.2 / 82200
met2: 38.7 / 11900
met3: 27.2 / 2148
met4: 15.1 / 114
met5: 5.43 / -
path summary, 6_finish.rpt:
path,from,endpoint,slack (ps),cells past startpoint
setup / recovery,Penable,Pready,21750,3
hold reg to reg,count[0]$_SDFF_PN0_,count[0]$_SDFF_PN0_,420,1
setup reg to reg,count[0]$_SDFF_PN0_,mem[71][25]$_DFFE_PP_,33780,8
hold / removal,count[0]$_SDFF_PN0_,count[0]$_SDFF_PN0_,420,1
report_power, final:
group | leakage, µW | switching, µW | internal [µW]
Clock | 0.0126 | 3450 | 4350
Sequential | 0.0739 | 0.0496 | 9920
Combinational | 0.0262 | 676 | 278
Total | 0.113 | 4130 | 14600
cell usage in the layout, fill, tap and decap left out, types with 44 or more instances in the layout:
cell and instances:
buf_4 1130, o211ai_1 48, nor3_1 49, o21ai_0 67
a22oi_1 421, mux2i_1 696, mux4_2 1773, a22o_1 44
nand4_1 56, bufinv_16 58, o22ai_1 232, nand2_1 532
edfxtp_1 8192, nor2_1 1159, clkbuf_1 178, diode_2 163
nand3_1 127, a21oi_1 108, a221oi_1 87, clkbuf_16 819
clkinv_1 189, clkinv_2 149, a31oi_1 68
cells in the mapped netlist, drive strengths merged, types with 6 or more instances:
| master | instances |
|---|---|
| nand4 | 56 |
| o21ai | 80 |
| nor2 | 1190 |
| a22oi | 421 |
| a32o | 16 |
| nor4 | 30 |
| and4 | 12 |
| nand3 | 128 |
| nand4b | 9 |
| a311o | 7 |
| a221oi | 88 |
| a21oi | 110 |
| o22a | 43 |
| buf | 531 |
| a22o | 44 |
| dfxtp | 34 |
| a31o | 7 |
| nand2b | 21 |
| mux2 | 17 |
| o22ai | 232 |
| a211oi | 10 |
| a211o | 6 |
| mux2i | 696 |
| and2 | 10 |
| o211ai | 48 |
| o2111ai | 10 |
| a32oi | 32 |
| o31ai | 20 |
| o221ai | 29 |
| o21a | 11 |
| a2111oi | 8 |
| and3 | 25 |
| edfxtp | 8192 |
| or2 | 7 |
| nand2 | 550 |
| mux4 | 1773 |
| nor3 | 64 |
| o41ai | 7 |
| clkbuf | 375 |
| a31oi | 76 |
registers in the layout (all words and copies together) (netlist names):
signal,cells
count,2
mem,8192
Prdata,32
worst max-delay path: cells and delay by family:
kind                   cells  cell delay (ps)
buffers and inverters      2              950
and+or+nand+nor            1              220
kinds of logic after synthesis:
group                    synth area share (%)
AND/OR/NAND/NOR                          2.83
multiplexers                             14.8
adder cells (fa/ha/maj)               0.00394
buffers and inverters                    1.52
flip-flops                               77.8
AND-OR/OR-AND                            3.03
Power is estimated from default activity; no workload was simulated.

[./design.v]
module Mux #(
  parameter WIDTH = 32,
  parameter SLAVE_COUNT = 2
)(
  input      [SLAVE_COUNT-1:0]     sel,
  input      [WIDTH-1:0]           a,
  input      [WIDTH-1:0]           b,
  output reg [WIDTH-1:0]           y
);
  always @(sel, a, b) begin
    case(sel)
      2'b01   : y = a;
      2'b10   : y = b;
      default : y = a;
    endcase
  end 
endmodule
[./run.sh]
#!/bin/bash
# OpenROAD 26Q1-2900-gdf79404cd8, Yosys 0.63+post, stock flow scripts
make -C /OpenROAD-flow-scripts/flow DESIGN_CONFIG=/design/flow/config.mk WORK_HOME=/design/flow/orfs finish
[./config.mk]
export PLATFORM = sky130hd
export DESIGN_NAME = Mux
export DESIGN_NICKNAME = Mux
export VERILOG_FILES = /design/flow/design.v
export SDC_FILE = /design/flow/constraint.sdc
export NUM_CORES = 4
export LEC_CHECK = 1
export CORE_AREA = 10 10 71 71
export DIE_AREA = 0 0 81 81
[./constraint.sdc]
current_design Mux

set clk_period 3.8
set clk_io_pct 0.2

create_clock -name clk0 -period $clk_period

set non_clock_inputs [all_inputs -no_clocks]
set_input_delay [expr $clk_period * $clk_io_pct] -clock clk0 $non_clock_inputs
set_output_delay [expr $clk_period * $clk_io_pct] -clock clk0 [all_outputs]
==> results_dict.tcl <==
# place-and-route summary
set metrics [dict create \
    run_status "finished clean" \
    finalSetupViolations 0 \
    syn_area_per_cell_um2 15.1 \
    timing.final.hold_violations 0 \
    hp-start "a[23]" \
    layout_top_cell_excl_fill_tap "sky130_fd_sc_hd__clkdlybuf4s50_1" \
    critical_path.most_common_cell "sky130_fd_sc_hd__clkdlybuf4s50_1" \
    port_buffers 98 \
    die_y_um 81 \
    overflow 0 \
    post_cts_resize_count 0 \
    cts_hold_buf 0 \
    wl_per_cell_um 14.1 \
    number_of_global_route_vias_before_repair 682 \
    power.switching_fraction_pct 17.1 \
    maxCapViolCount 0 \
    cp_cell_sequence "clkdlybuf4s50_1, nor2b_4, buf_12, mux2_2, clkdlybuf4s50_1" \
    log.warning_count 32 \
    grt_setup_unrepaired "no" \
    path_delay_family "buffers and inverters" \
    worst_slew_pin_slew_ns 0.235 \
    area_growth_pct 177 \
    detail-route-antenna-nets 0 \
    placedInstanceArea_um2 1550 \
    grt_pass1_wl_um 3440 \
    fillerInstances 342 \
    path_buffers 3 \
    yosys.stat.chipArea_um2 558 \
    seqCellArea_um2 0 \
    postCtsSetupBuffers 0 \
    floorplan.die_area_um2 6560 \
    grt_max_degree 33 \
    dr_total_vias 672 \
    whs_path_depth 3 \
    rows 22 \
    slew_viols_final 0 \
    flops 0 \
    antennaDiodeCount 0 \
    power_frac_comb_pct 100.0 \
    core_util_floorplan_pct 15.4 \
    synth.distinct_cells 5 \
    min_period_over_period_pct 83.4 \
    post-route-cell-area_um2 1550 \
    power_report.internal_total_mw 0.142 \
    fp.coreArea_um2 3630 \
    dpl.hpwl_um 2330 \
    drc 0 \
    cellPowerDensity_nw_per_um2 110 \
    comb_area_um2 487 \
    startpoint_type "primary input" \
    wirelength_um 2550 \
    yosysWarningCount 1 \
    nClkBuffers 0 \
    path_depth 5 \
    post_synth_inst_count 37 \
    net-switching-power_mw 0.0292 \
    power_frac_seq_pct 0 \
    yosysCellCount 37 \
    layout.cells.most_common_list "sky130_fd_sc_hd__clkdlybuf4s50_1 (98), sky130_fd_sc_hd__mux2_4 (30), sky130_fd_sc_hd__mux2_2 (2)" \
    drt-pass1-iter-count 2 \
    initial_antenna_violation_count 0 \
    fmaxAchievable_ghz 0.316 \
    min_cycle_time_layout_ns 3.17 \
    die_x_extent_um 81 \
    design.portCount 98 \
    worstPathArrival_ns 2.41 \
    initialDrtViolationCount 2 \
    critPathMaxFanout 32 \
    timing.max_slew.rel_slack_pct 84.3 \
    endpoint_type_of_the_worst_setup_path "output port" \
    place.gp.congestion 0.777 \
    leakagePower_nw 0.631 \
    startpoint "sel[1]" \
    sequential_element_share_of_the_synthesized_area_pct 0 \
    drive_above_1_share_pct 25.8 \
    clockPowerShare_pct 0 \
    timing.critical_path.required_ns 3.04 \
    totalNegativeSetupSlack_ns 0 \
    synthesis.area_um2 558 \
    critical-path-slowest-cell "sky130_fd_sc_hd__clkdlybuf4s50_1" \
    holdCritPathClass "primary input to output port" \
    max_ir_drop_vdd_mv 0.0577 \
    worst_path_largest_cell_delay_ns 0.45 \
    timing.setup.critical_path_class "primary input to output port" \
    grt_use_total_pct 6.33 \
    vias_per_cell 3.73 \
]
[synth_stat cells]
| cell | instances | area [µm²] |
|---|---|---|
| sky130_fd_sc_hd__nor2b_4 | 1 | 13.8 |
| sky130_fd_sc_hd__mux2_2 | 2 | 22.5 |
| sky130_fd_sc_hd__buf_12 | 3 | 60.1 |
| sky130_fd_sc_hd__mux2_4 | 30 | 450 |
| sky130_fd_sc_hd__buf_6 | 1 | 11.3 |
[power groups by stage]
stage	clock (mW)	combinational [mW]	sequential [mW]
after CTS	0	0.174	0
after global routing	0	0.181	0
final	0	0.171	0
[routing by layer]
| layer | wire, µm | part of all wire (%) | vias up | track usage, % |
|---|---|---|---|---|
| met2 | 1220 | 48 | 55 | 10.5 |
| met4 | 0 | 0 | 0 | 0 |
| met1 | 942 | 37 | 288 | 7.78 |
| li1 | - | - | 329 | - |
| met5 | 0 | 0 | - | 0 |
| met3 | 382 | 15 | 0 | 3.01 |
[cells by family (layout without fill, tap and decap cells)]
| group | after synthesis | after routing | synth area share (%) |
|---|---|---|---|
| buffers and inverters | 4 | 99 | 12.8 |
| and+or+nand+nor | 1 | 1 | 2.47 |
| muxes | 32 | 32 | 84.8 |
[through the flow]
step	cells	power, mW	utilization, %	hold WS, ns	worst slack, ns
6_report	180	0.171	42.6	2.55	0.632
2_1_floorplan	37	0.0553	-	1.62	1.62
3_5_place_dp	180	0.173	42.6	2.56	0.624
4_1_cts	180	0.174	42.6	2.56	0.622
3_3_place_gp	180	0.172	42.6	2.56	0.641
5_1_grt	180	0.181	42.6	2.56	0.591
[path summary, 6_finish.rpt]
| check | end | slack [ns] |
|---|---|---|
| max | y[29] | 0.63 |
| min | y[23] | 2.55 |
[cell type report]
class              count  share of cell area, %
well taps             48                   3.88
repair buffers        99                   64.7
multi-input cells     33                   31.4
Power is estimated from default activity; no workload was simulated.
